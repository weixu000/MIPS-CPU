--- ./run.sh ---
#!/bin/bash
# OpenROAD 26Q1-2900-gdf79404cd8, Yosys 0.63+post, stock flow scripts
make -C /OpenROAD-flow-scripts/flow DESIGN_CONFIG=/design/flow/config.mk WORK_HOME=/design/flow/orfs finish
--- ./config.mk ---
export PLATFORM = sky130hd
export DESIGN_NAME = RegFile
export DESIGN_NICKNAME = RegFile
export VERILOG_FILES = /design/flow/design.v
export SDC_FILE = /design/flow/constraint.sdc
export NUM_CORES = 4
export LEC_CHECK = 1
export CORE_UTILIZATION = 40
--- ./constraint.sdc ---
current_design RegFile

set clk_period 22.2
set clk_io_pct 0.2

create_clock -name clk0 -period $clk_period [get_ports {clk}]

set non_clock_inputs [all_inputs -no_clocks]
set_input_delay [expr $clk_period * $clk_io_pct] -clock clk0 $non_clock_inputs
set_output_delay [expr $clk_period * $clk_io_pct] -clock clk0 [all_outputs]
--- ./design.v ---
module RegFile(
    input reset, clk, wr,
    input [4:0] addr1, addr2, addr3,
    input [31:0] data3,
    output [31:0] data1, data2
);
reg [31:0] RF_DATA[31:1];
integer i;
assign data1 = (addr1==5'b0) ? 32'b0 :
               (wr&&addr1==addr3) ? data3 : RF_DATA[addr1];
assign data2 = (addr2==5'b0) ? 32'b0 :
               (wr&&addr2==addr3) ? data3 : RF_DATA[addr2];
always @(negedge reset or posedge clk) begin
    if (~reset) begin
        for(i=1; i<32; i=i+1) RF_DATA[i] <= 32'b0;
    end
    else begin
        if(wr && addr3) RF_DATA[addr3] <= data3;
    end
end
endmodule
==> impl_metrics.toml <==
# synthesis and place-and-route metrics
[drt]
vias = 47540
drc = 0
viasPerCell = 7.522
first_pass_iters = 9
ant_nets = 0
drt_iter0_drc = 6752
routed_wirelength_mm = 284.3
drt-wirelength-per-cell_um = 44.99

[yosys]
synthDistinctLibCells = 65
synthCells = 4536
largest_area_cell = "dfrtp_1"
avgSynthCellArea_um2 = 11.32
ys_seq_share_pct = 48.33
syn_area_mm2 = 0.05137
yosys_area_mm2 = 0.05137
yosysCellCount = 4536
ys.flops = 992
area_leaders = "dfrtp_1 (48%), mux2_2 (22%), a22oi_1 (8.4%)"
synth-edff-count = 0
ys.warnings.count = 2
top_area_share_pct = 48.33
async_flop_share_pct = 100.0
ys.flop_type = "dfrtp_1"

[final_layout]
design_area_mm2 = 0.05913
logic_area_mm2 = 0.02534
fin_util_pct = 46.37
drive_gt1_share_pct = 33.95
reg_top3 = "RF_DATA (992)"
area_growth_pct = 15.12
seq_area_mm2 = 0.02482
largest_reg_flops = 992
fillerInstances = 11560
largest_register = "RF_DATA"

[die]
io_pins = 114
core_area_mm2 = 0.1275
fp_util_pct = 40.28
die-area_mm2 = 0.1299
die_height_um = 360.4
die_x_um = 360.4
rows = 131

[timing]
rsz0062_at_grt = "no"
skew_ps = 0
finalCritPeriodShare_pct = 61.35
maxSlewViolCount = 0
relSlewSlack_pct = 4.793
final-setup-viol-count = 0
worst_slew_pin_slew_ps = 1410
worst_slack_ps = 8580
fin_setup_tns_ps = 0
finalCriticalPeriod_ps = 13620
fmax_mhz = 73.42
hold_viol_final = 0

[placed_design]
dp.final_hpwl_mm = 173.1
place_area_mm2 = 0.05524
gp_congestion = 1.087
place_ws_ps = 8944
portBuffers = 113

[critical_path]
critPathKind = "primary input to primary output"
cp-startpoint = "addr2[3]"
startpoint_type = "primary input"
required_ps = 17760
end_kind = "primary output"
reg2reg_from = "RF_DATA[6][4]"
critPathArrivalTime_ps = 9180
path_max_fanout = 26

[global_route]
grt_usage_pct = 45.14
grt_pass1_wl_mm = 386.2
grt_max_degree = 121
globalRouteOverflowTotal = 0
antenna_found_initial = 40
grt_pass1_vias = 46190

[power]
finalPower_mw = 5.254
power_density_mw_per_mm2 = 88.85
irDropWorstVdd_v = 0.00006888
p_leak_nw = 26.55

[clock_network]
root_buffer = "clkbuf_16"
cts.clk_slew.worst_paths_ps = 60
cts_tree = "yes"
cts.repair.resized = 0
cts_buffer_depth = 3
cts_buffers = 110
cts_sinks = 992
cts_setup_buffers = 0
cts_hold_buf = 0
clock_latency_ps = 740
htreeDepth = 3

[min_path]
hp-class = "register to register"
worstHoldStart = "RF_DATA[8][14]"

[status]
status = "complete, no violations"

[run]
warnings = 33
drv_cap = 0
## final timing paths
check | slack, ps | to | cells past startpoint
max in group asynchronous | 15160 | RF_DATA[18][19] | 5
min | 510 | RF_DATA[8][14] | 1
max reg2reg | 21170 | RF_DATA[6][4] | 1
max | 8580 | data2[26] | 10
min in group asynchronous | 3690 | RF_DATA[14][31] | 1
min reg2reg | 510 | RF_DATA[8][14] | 1
## power breakdown
part / switching (mW) / leakage [nW] / internal, mW
clock: 0.811 / 1.85 / 1.14
sequential: 0.370 / 12.7 / 2.16
combinational: 0.395 / 12.0 / 0.381
total: 1.58 / 26.6 / 3.68
## cell families after synthesis
logic type             count (synthesis)  synth area share (%)
flip-flops                           992                 48.33
buffers and inverters                478                 3.780
AND-OR/OR-AND                        975                 13.92
multiplexers                         999                 21.91
AND/OR/NAND/NOR                     1083                 11.91
XOR/XNOR                               9                0.1534
## per-layer routing
layer  up-vias  part of all wire [%]  global-route usage [%]
li1      17520                     -                       -
met3      1667                    18                   31.29
met2      4704                    39                   57.60
met4        56                   8.7                   28.00
met5         -                  0.32                   4.514
met1     23590                    35                   54.95
## layout by cell type (no fill, tap or decap), types with 12 or more instances in the layout
cell type,n
and3_1,404
bufinv_16,12
nand4_1,122
clkbuf_16,111
nand2b_1,15
clkdlybuf4s50_1,103
nand3_1,112
clkbuf_1,17
nand2_1,144
nor2_4,68
nor4_1,61
clkbuf_8,25
a21oi_1,51
diode_2,36
o21ai_0,90
nor3_1,17
mux2_2,990
nand3b_1,17
a2111oi_0,128
dfrtp_1,992
clkinv_2,14
buf_4,243
a221oi_1,27
o21ai_1,23
a22oi_1,577
nor2_1,20
## critical path, cell delays in order
cell             delay, ps
clkdlybuf4s50_1        450
buf_4                  380
nand2b_1               740
nor2_4                 330
buf_4                  360
a2111oi_0              590
nand3_1                160
nor4_1                 950
o21ai_0                240
clkdlybuf4s50_1        460
## cells in the mapped netlist (8+ instances only)
| master | count |
|---|---|
| a32oi_1 | 8 |
| o31ai_1 | 11 |
| nand2b_1 | 17 |
| buf_1 | 54 |
| a2111oi_0 | 128 |
| mux2_2 | 990 |
| clkbuf_1 | 325 |
| buf_4 | 9 |
| nand4_1 | 122 |
| inv_1 | 9 |
| o21ai_0 | 91 |
| a22oi_1 | 577 |
| a221oi_1 | 27 |
| nand2_1 | 155 |
| nand3_1 | 116 |
| or2_2 | 11 |
| o21ai_1 | 23 |
| nand4b_1 | 11 |
| nor2b_1 | 11 |
| and3_1 | 405 |
| nor3_1 | 24 |
| a31oi_1 | 9 |
| a21oi_1 | 52 |
| buf_2 | 79 |
| a31o_2 | 8 |
| nor4_1 | 61 |
| a211oi_1 | 10 |
| nor3b_1 | 8 |
| nor2_1 | 87 |
| dfrtp_1 | 992 |
| nand3b_1 | 17 |
## cell type report
type	count	share of cell area (%)
Antenna cell	36	0.1523
Clock buffer	153	5.387
Clock inverter	44	1.049
Inverter	9	0.05713
Multi-Input combinational cell	3066	42.86
Sequential cell	992	41.98
Tap cell	1662	3.517
Timing Repair Buffer	358	4.998
## through the flow
stage	hold WS, ps	cells
floorplan	479.3	4536
global placement	489.9	6087
detailed placement	499.0	6087
CTS	513.1	6284
global route	531.7	6287
finish	509.2	6320
No activity file was given, so power comes from the tool's default toggle rates.
