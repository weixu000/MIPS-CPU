### /design/flow/config.mk
export PLATFORM = sky130hd
export DESIGN_NAME = ROM
export DESIGN_NICKNAME = ROM
export VERILOG_FILES = /design/flow/design.v
export SDC_FILE = /design/flow/constraint.sdc
export NUM_CORES = 4
export LEC_CHECK = 1
export CORE_UTILIZATION = 30
export SYNTH_MEMORY_MAX_BITS = 65536
### /design/flow/constraint.sdc
current_design ROM

set clk_period 4.8
set clk_io_pct 0.2

create_clock -name clk0 -period $clk_period

set non_clock_inputs [all_inputs -no_clocks]
set_input_delay [expr $clk_period * $clk_io_pct] -clock clk0 $non_clock_inputs
set_output_delay [expr $clk_period * $clk_io_pct] -clock clk0 [all_outputs]
### /design/flow/design.v
module ROM(
    input [30:0] addr,
    output [31:0] data
);
localparam ROM_SIZE = 256;
(* rom_style = "distributed" *) reg [31:0] ROMDATA[ROM_SIZE-1:0];
assign data = addr[30:2]<ROM_SIZE ? ROMDATA[addr[30:2]] : 32'b0;
integer i;
initial begin
    ROMDATA[31'h00000000] <= 32'h08000002;  
    ROMDATA[31'h00000001] <= 32'h0800001f;  
    ROMDATA[31'h00000002] <= 32'h3c084000;  
    ROMDATA[31'h00000003] <= 32'h2109000c;  
    ROMDATA[31'h00000004] <= 32'h210a0014;  
    ROMDATA[31'h00000005] <= 32'h210c001c;  
    ROMDATA[31'h00000006] <= 32'h200d0000;  
    ROMDATA[31'h00000007] <= 32'h20190000;  
    ROMDATA[31'h00000008] <= 32'h3c0effff;  
    ROMDATA[31'h00000009] <= 32'h35ce3caf;  
    ROMDATA[31'h0000000a] <= 32'had0e0000;  
    ROMDATA[31'h0000000b] <= 32'h3c0effff;  
    ROMDATA[31'h0000000c] <= 32'h35ceffff;  
    ROMDATA[31'h0000000d] <= 32'had0e0004;  
    ROMDATA[31'h0000000e] <= 32'h200e0003;  
    ROMDATA[31'h0000000f] <= 32'had0e0008;  
    ROMDATA[31'h00000010] <= 32'h201f004c;  
    ROMDATA[31'h00000011] <= 32'had0e0008;  
    ROMDATA[31'h00000012] <= 32'h03e00008;  
    ROMDATA[31'h00000013] <= 32'h8d0e0020;  
    ROMDATA[31'h00000014] <= 32'h000e70c2;  
    ROMDATA[31'h00000015] <= 32'h21ceffff;  
    ROMDATA[31'h00000016] <= 32'h00000000;  
    ROMDATA[31'h00000017] <= 32'h11c00001;  
    ROMDATA[31'h00000018] <= 32'h08000013;  
    ROMDATA[31'h00000019] <= 32'h13200002;  
    ROMDATA[31'h0000001a] <= 32'h8d910000;  
    ROMDATA[31'h0000001b] <= 32'h08000095;  
    ROMDATA[31'h0000001c] <= 32'h8d900000;  
    ROMDATA[31'h0000001d] <= 32'h23390001;  
    ROMDATA[31'h0000001e] <= 32'h08000013;  
    ROMDATA[31'h0000001f] <= 32'h200e0000;  
    ROMDATA[31'h00000020] <= 32'had0e0008;  
    ROMDATA[31'h00000021] <= 32'h11a00009;  
    ROMDATA[31'h00000022] <= 32'h21aeffff;  
    ROMDATA[31'h00000023] <= 32'h00000000;  
    ROMDATA[31'h00000024] <= 32'h11c00011;  
    ROMDATA[31'h00000025] <= 32'h21aefffe;  
    ROMDATA[31'h00000026] <= 32'h00000000;  
    ROMDATA[31'h00000027] <= 32'h11c00018;  
    ROMDATA[31'h00000028] <= 32'h21aefffd;  
    ROMDATA[31'h00000029] <= 32'h00000000;  
    ROMDATA[31'h0000002a] <= 32'h11c00020;  
    ROMDATA[31'h0000002b] <= 32'h00109700;  
    ROMDATA[31'h0000002c] <= 32'h00129702;  
    ROMDATA[31'h0000002d] <= 32'h0c000055;  
    ROMDATA[31'h0000002e] <= 32'h22520e00;  
    ROMDATA[31'h0000002f] <= 32'had520000;  
    ROMDATA[31'h00000030] <= 32'h21ad0001;  
    ROMDATA[31'h00000031] <= 32'h200e0003;  
    ROMDATA[31'h00000032] <= 32'had0e0008;  
    ROMDATA[31'h00000033] <= 32'h235afffc;  
    ROMDATA[31'h00000034] <= 32'h00000000;  
    ROMDATA[31'h00000035] <= 32'h03400008;  
    ROMDATA[31'h00000036] <= 32'h00109102;  
    ROMDATA[31'h00000037] <= 32'h0c000055;  
    ROMDATA[31'h00000038] <= 32'h22520d00;  
    ROMDATA[31'h00000039] <= 32'had520000;  
    ROMDATA[31'h0000003a] <= 32'h21ad0001;  
    ROMDATA[31'h0000003b] <= 32'h200e0003;  
    ROMDATA[31'h0000003c] <= 32'had0e0008;  
    ROMDATA[31'h0000003d] <= 32'h235afffc;  
    ROMDATA[31'h0000003e] <= 32'h00000000;  
    ROMDATA[31'h0000003f] <= 32'h03400008;  
    ROMDATA[31'h00000040] <= 32'h00119700;  
    ROMDATA[31'h00000041] <= 32'h00129702;  
    ROMDATA[31'h00000042] <= 32'h0c000055;  
    ROMDATA[31'h00000043] <= 32'h22520b00;  
    ROMDATA[31'h00000044] <= 32'had520000;  
    ROMDATA[31'h00000045] <= 32'h21ad0001;  
    ROMDATA[31'h00000046] <= 32'h200e0003;  
    ROMDATA[31'h00000047] <= 32'had0e0008;  
    ROMDATA[31'h00000048] <= 32'h235afffc;  
    ROMDATA[31'h00000049] <= 32'h00000000;  
    ROMDATA[31'h0000004a] <= 32'h03400008;  
    ROMDATA[31'h0000004b] <= 32'h00119102;  
    ROMDATA[31'h0000004c] <= 32'h0c000055;  
    ROMDATA[31'h0000004d] <= 32'h22520700;  
    ROMDATA[31'h0000004e] <= 32'had520000;  
    ROMDATA[31'h0000004f] <= 32'h200d0000;  
    ROMDATA[31'h00000050] <= 32'h200e0003;  
    ROMDATA[31'h00000051] <= 32'had0e0008;  
    ROMDATA[31'h00000052] <= 32'h235afffc;  
    ROMDATA[31'h00000053] <= 32'h00000000;  
    ROMDATA[31'h00000054] <= 32'h03400008;  
    ROMDATA[31'h00000055] <= 32'h200f0003;  
    ROMDATA[31'h00000056] <= 32'h1240003c;  
    ROMDATA[31'h00000057] <= 32'h200f009f;  
    ROMDATA[31'h00000058] <= 32'h2258ffff;  
    ROMDATA[31'h00000059] <= 32'h00000000;  
    ROMDATA[31'h0000005a] <= 32'h13000038;  
    ROMDATA[31'h0000005b] <= 32'h200f0025;  
    ROMDATA[31'h0000005c] <= 32'h2258fffe;  
    ROMDATA[31'h0000005d] <= 32'h00000000;  
    ROMDATA[31'h0000005e] <= 32'h13000034;  
    ROMDATA[31'h0000005f] <= 32'h200f000d;  
    ROMDATA[31'h00000060] <= 32'h2258fffd;  
    ROMDATA[31'h00000061] <= 32'h00000000;  
    ROMDATA[31'h00000062] <= 32'h13000030;  
    ROMDATA[31'h00000063] <= 32'h200f0099;  
    ROMDATA[31'h00000064] <= 32'h2258fffc;  
    ROMDATA[31'h00000065] <= 32'h00000000;  
    ROMDATA[31'h00000066] <= 32'h1300002c;  
    ROMDATA[31'h00000067] <= 32'h200f0049;  
    ROMDATA[31'h00000068] <= 32'h2258fffb;  
    ROMDATA[31'h00000069] <= 32'h00000000;  
    ROMDATA[31'h0000006a] <= 32'h13000028;  
    ROMDATA[31'h0000006b] <= 32'h200f0041;  
    ROMDATA[31'h0000006c] <= 32'h2258fffa;  
    ROMDATA[31'h0000006d] <= 32'h00000000;  
    ROMDATA[31'h0000006e] <= 32'h13000024;  
    ROMDATA[31'h0000006f] <= 32'h200f001f;  
    ROMDATA[31'h00000070] <= 32'h2258fff9;  
    ROMDATA[31'h00000071] <= 32'h00000000;  
    ROMDATA[31'h00000072] <= 32'h13000020;  
    ROMDATA[31'h00000073] <= 32'h200f0001;  
    ROMDATA[31'h00000074] <= 32'h2258fff8;  
    ROMDATA[31'h00000075] <= 32'h00000000;  
    ROMDATA[31'h00000076] <= 32'h1300001c;  
    ROMDATA[31'h00000077] <= 32'h200f0009;  
    ROMDATA[31'h00000078] <= 32'h2258fff7;  
    ROMDATA[31'h00000079] <= 32'h00000000;  
    ROMDATA[31'h0000007a] <= 32'h13000018;  
    ROMDATA[31'h0000007b] <= 32'h200f0011;  
    ROMDATA[31'h0000007c] <= 32'h2258fff6;  
    ROMDATA[31'h0000007d] <= 32'h00000000;  
    ROMDATA[31'h0000007e] <= 32'h13000014;  
    ROMDATA[31'h0000007f] <= 32'h200f00c1;  
    ROMDATA[31'h00000080] <= 32'h2258fff5;  
    ROMDATA[31'h00000081] <= 32'h00000000;  
    ROMDATA[31'h00000082] <= 32'h13000010;  
    ROMDATA[31'h00000083] <= 32'h200f0063;  
    ROMDATA[31'h00000084] <= 32'h2258fff4;  
    ROMDATA[31'h00000085] <= 32'h00000000;  
    ROMDATA[31'h00000086] <= 32'h1300000c;  
    ROMDATA[31'h00000087] <= 32'h200f0085;  
    ROMDATA[31'h00000088] <= 32'h2258fff3;  
    ROMDATA[31'h00000089] <= 32'h00000000;  
    ROMDATA[31'h0000008a] <= 32'h13000008;  
    ROMDATA[31'h0000008b] <= 32'h200f0061;  
    ROMDATA[31'h0000008c] <= 32'h2258fff2;  
    ROMDATA[31'h0000008d] <= 32'h00000000;  
    ROMDATA[31'h0000008e] <= 32'h13000004;  
    ROMDATA[31'h0000008f] <= 32'h200f0071;  
    ROMDATA[31'h00000090] <= 32'h2258fff1;  
    ROMDATA[31'h00000091] <= 32'h00000000;  
    ROMDATA[31'h00000092] <= 32'h13000000;  
    ROMDATA[31'h00000093] <= 32'h000f9020;  
    ROMDATA[31'h00000094] <= 32'h03e00008;  
    ROMDATA[31'h00000095] <= 32'h1211000e;  
    ROMDATA[31'h00000096] <= 32'h22130000;  
    ROMDATA[31'h00000097] <= 32'h22340000;  
    ROMDATA[31'h00000098] <= 32'h00000000;  
    ROMDATA[31'h00000099] <= 32'h1e740005;  
    ROMDATA[31'h0000009a] <= 32'h02935822;  
    ROMDATA[31'h0000009b] <= 32'h00000000;  
    ROMDATA[31'h0000009c] <= 32'h126b0009;  
    ROMDATA[31'h0000009d] <= 32'h21740000;  
    ROMDATA[31'h0000009e] <= 32'h08000098;  
    ROMDATA[31'h0000009f] <= 32'h02745822;  
    ROMDATA[31'h000000a0] <= 32'h00000000;  
    ROMDATA[31'h000000a1] <= 32'h128b0004;  
    ROMDATA[31'h000000a2] <= 32'h21730000;  
    ROMDATA[31'h000000a3] <= 32'h08000098;  
    ROMDATA[31'h000000a4] <= 32'h22240000;  
    ROMDATA[31'h000000a5] <= 32'h208b0000;  
    ROMDATA[31'h000000a6] <= 32'h21640000;  
    ROMDATA[31'h000000a7] <= 32'had240000;  
    ROMDATA[31'h000000a8] <= 32'had040018;  
    ROMDATA[31'h000000a9] <= 32'h08000002;  
    for (i=170; i<ROM_SIZE; i=i+1) begin
        ROMDATA[i] <= 32'b0;
    end
end
endmodule
### /design/flow/run.sh
#!/bin/bash
# OpenROAD 26Q1-2900-gdf79404cd8, Yosys 0.63+post, stock flow scripts
make -C /OpenROAD-flow-scripts/flow DESIGN_CONFIG=/design/flow/config.mk WORK_HOME=/design/flow/orfs finish
==> job_summary.md <==
## Implementation flow summary

| Metric | Value |
|---|---|
| Status | finished, final reports clean |
| Worst-margin pin slew | 0.7899 ns |
| Post-synthesis cell area | 0.004379 mm^2 |
| Post-Layout Inst Area | 0.005974 mm^2 |
| Mapped Cells | 744 |
| Post-synth seq share | 0 |
| HP Class | in2out |
| Slowest CP cell | clkdlybuf4s50_1 |
| Max stage delay on crit path | 0.47 ns |
| # clk buffers | 0 |
| Count of tool warnings | between 40 and 50 |
| Die width | approximately 120 um |
| Worst VDD drop | 45.77 uV |
| Gpl congestion | between 1 and 1.5 |
| Yosys cell count | ~740 |
| Yosys chip area | 0.004379 mm^2 |
| Comb. cell area | 0.004019 mm^2 |
| RSZ-0062 raised after global routing | yes |
| Pleak | 2.246 nW |
| Chip area | 0.01508 mm^2 |
| CTS Hold Bufs | 0 |
| DR pass1 iterations | 6 |
| Max FO, Critical Path | 12 |
| Synthesis warning total | 1 |
| Synthesized area per cell | about 5.9 um^2 |
| CP top delay family | buffers and inverters |
| Vias per inst | 6.973 |
| Most Frequent Cell on Critical Path | clkdlybuf4s50_1 |
| Fill count | 1505 |
| Power Dens Cells | about 100 mW/mm^2 |
| Number of diodes | 0 |
| Dpl cell area | 0.005715 mm^2 |
| CP Capture Type | output pin |
| Vias in the first global route | 6618 |
| Most instantiated logic cell after routing | buf_4 |
| CP arrival | 3.80 ns |
| Initial antenna violation count | 0 |
| Top Layout Cells | 131 x buf_4, 91 x a21oi_1, 85 x nand2_1 |
| Iteration-0 DRC Markers | 1215 |
| Via Count | 7203 |
| Crit path cell chain | clkdlybuf4s50_1 > inv_1 > ha_4 > buf_12 > and2_4 > nor2_1 > buf_4 > a22o_1 > a211o_1 > o211ai_1 > o211a_1 > clkdlybuf4s50_1 |
| MaxCap Viol Count | 0 |
| Total routed wirelength | approximately 29000 um |
| Setup-failing EPs final | 0 |
| Critical path class | in2out |
| # DRC | 0 |
| Storage cell area | 0 um^2 |
| Rel. slew slack | 0.4678 |
| Layout cells sized above 1 | 0.2356 |
| Core footprint | ~0.014 mm^2 |
| Worst path required time | 3.84 ns |
| TNS Setup | 0 ns |
| Hold Vio Cnt, Final | 0 |
| Pre-Place Util | 0.3119 |
| Cycle use final | 0.9912 |
| Final HPWL DP | between 20000 and 25000 um |
| Fin crit period | 4.758 ns |
| First-pass GRT wire length | 41390 um |
| Layout area overhead | 36.43% |
| Final ANT Viol Nets | 0 |
| Max Slew Vio Count | 0 |
| WP buf/inv | 5 |
| Synth cell types | about 76 |
| Die height | 122.8 um |
| Crit path launch type | primary input |
| FP Rows | 43 |
| Total track usage | 0.3797 |
| Gr ovfl total | 0 |
| WL/cell | roughly 28 um |
| Num sequential | 0 |
| Largest net degree at the start of global routing | 49 |
| I/O Pins | 63 |
| Max Fclk | 0.2102 GHz |
| Port bufs | ~60 |
==> cell type report <==
cell class | instances | share of cell area
Inverter | 12 | 0.008168
Multi-Input combinational cell | 644 | 0.6727
Tap cell | 180 | 0.03770
Timing Repair Buffer | 197 | 0.2815
==> worst min-delay path, delay by kind of cell <==
kind | cells | cell delay (ns)
buf+inv | 2 | 0.73
compound gates | 1 | 0.06
simple gates | 2 | 0.15
==> synthesized netlist by cell type, drive strengths merged, types with 4 or more instances <==
cell type / n / area (um^2)
inv: 11 / 41.29
clkbuf: 20 / 76.32
o31ai: 5 / 37.54
o2111ai: 6 / 52.55
a311oi: 4 / 35.03
nand2b: 22 / 145.1
nor2b: 16 / 102.6
o22ai: 10 / 62.56
nor4: 7 / 43.79
nand2: 88 / 335.3
o21ai: 84 / 420.4
buf: 68 / 414.2
nor2: 64 / 255.3
o211ai: 15 / 112.6
a211oi: 19 / 142.6
o311ai: 6 / 52.55
and2: 8 / 51.30
or3: 4 / 25.02
a31oi: 21 / 146.4
nand3: 26 / 130.1
a221oi: 10 / 87.58
a22oi: 4 / 30.03
a221o: 4 / 40.04
o32ai: 6 / 52.55
or2: 5 / 33.79
a211o: 5 / 43.79
and3: 4 / 25.02
o221ai: 8 / 70.07
a21o: 4 / 30.03
mux2i: 7 / 70.07
nand4: 6 / 37.54
nor3: 22 / 125.1
ha: 12 / 150.1
a21oi: 94 / 470.5
==> routing by layer <==
metal	track usage	routed length [um]	vias up
met5	0	0	-
met4	0.2378	2584	0
met3	0.1399	4895	211
met2	0.5200	10790	785
met1	0.4974	10360	3179
li1	-	-	3028
==> stage by stage <==
step	util	std cells	setup WS, ns	hold slack [ns]	total power, W
final	0.4255	1033	0.04232	2.865	0.0005987
after global routing	0.4255	1033	-0.02997	2.906	0.0006150
after CTS	0.4081	1027	0.01252	2.851	0.0005367
after detailed placement	0.4070	1027	-0.03041	2.854	0.0005334
after global placement	0.4070	1027	-0.06445	2.860	0.0005419
after floorplan	-	744	1.010	2.064	0.0003081
==> final timing paths <==
| check | slack (ns) | startpoint | to | depth (start not counted) |
|---|---|---|---|---|
| worst max-delay path | 0.04 | addr[3] | data[29] | 12 |
| worst min-delay path | 2.86 | addr[8] | data[21] | 5 |
==> repair_timing <==
item / 4_1_cts / 5_1_grt
endpoints found under the hold margin: 0 / 0
gates cloned: 0 / 1
pin swaps: 0 / 8
setup buffers: 0 / 5
setup endpoints to repair: 3 / 28
gates resized: 5 / 46
==> cells by family (layout without fill, tap and decap cells) <==
family | Yosys count | in the layout | synth area share
other | 1 | 1 | 0.0008563
buffers and inverters | 100 | 209 | 0.1223
AND-OR/OR-AND | 337 | 337 | 0.4986
adder cells (fa/ha/maj) | 12 | 12 | 0.03428
AND/OR/NAND/NOR | 284 | 284 | 0.3209
XOR/XNOR | 1 | 1 | 0.002000
multiplexers | 9 | 9 | 0.02114
==> power breakdown <==
part / leakage, nW / switching (W) / total (W) / internal (W)
logic: 2.25 / 0.000378 / 0.000599 / 0.000221
registers: 0 / 0 / 0 / 0
clock network: 0 / 0 / 0 / 0
Power figures rest on the tool's default switching activity, not on a simulated workload.
