==> /design/flow/design.v <==
module DataMem(
    input reset, clk,
    input rd, wr,
    input [31:0] addr,	 
    input [31:0] wdata,
    output [31:0] rdata
);
parameter RAM_SIZE = 256;
(* ram_style = "distributed" *) reg [31:0] RAMDATA [RAM_SIZE-1:0];
assign rdata = rd&&(addr[31:2]<RAM_SIZE) ? RAMDATA[addr[31:2]] : 32'b0;
always @(posedge clk) begin
    if (wr&&(addr[31:2]<RAM_SIZE)) RAMDATA[addr[31:2]] <= wdata;
end
endmodule
==> /design/flow/run.sh <==
#!/bin/bash
# OpenROAD 26Q1-2900-gdf79404cd8, Yosys 0.63+post, stock flow scripts
make -C /OpenROAD-flow-scripts/flow DESIGN_CONFIG=/design/flow/config.mk WORK_HOME=/design/flow/orfs finish
==> /design/flow/config.mk <==
export PLATFORM = sky130hd
export DESIGN_NAME = DataMem
export DESIGN_NICKNAME = DataMem
export VERILOG_FILES = /design/flow/design.v
export SDC_FILE = /design/flow/constraint.sdc
export NUM_CORES = 4
export LEC_CHECK = 1
export CORE_UTILIZATION = 40
export SYNTH_MEMORY_MAX_BITS = 65536
==> /design/flow/constraint.sdc <==
current_design DataMem

set clk_period 32.5
set clk_io_pct 0.2

create_clock -name clk0 -period $clk_period [get_ports {clk}]

set non_clock_inputs [all_inputs -no_clocks]
set_input_delay [expr $clk_period * $clk_io_pct] -clock clk0 $non_clock_inputs
set_output_delay [expr $clk_period * $clk_io_pct] -clock clk0 [all_outputs]
==> reports/results.ini <==
[grt]
maximum_number_of_pins_on_one_net_before_global_route_repair=106
use_met3_pct=22.9
globalRouteOverflowTotal=0
vias_in_the_first_global_route=158789
antenna_found_initial=40
grt_first_pass_wirelength_um=1210000
gr-max-usage-layer=met2
grtUsageMet1_pct=26.5
grt_total_usage_pct=24.5
grt_util_met2_pct=33.9

[job]
log.warning_count=36
max_cap_violations=0

[timing]
maxSlewViolCount=0
report.final.setup_viol=0
hold-worst-slack_ns=5.76
layout_setup_ws_ns=11.51
worstMarginPinSlew_ns=1.38
rsz0062_at_grt=no
timing.max_slew.rel_slack_pct=7.82
final_hold_viol_count=0
fin_tns_setup_ns=0
post-route-period-util_pct=64.6
max_freq_ghz=0.0476
final_period_minus_worst_setup_slack_ns=20.99

[floorplan]
rows=324
ioPinCount=100
core_util_floorplan_pct=40.2
die-width_um=887
coreArea_um2=779000
die_height_um=887
die_area_um2=786000

[yosys]
synth.avg_cell_area_um2=24.5
ys_ff=8192
post-synth-top-area-cell=edfxtp_1
post_synth_seq_share_pct=78.6
ys_warn_count=1
synth.area.top_cells=edfxtp_1 (79%), mux4_2 (17%), mux2i_1 (1.4%)
post-synth-top-area-fraction_pct=78.6
synth.cell_area_um2=313000
yosys-stat-area_um2=313000
synth_cell_type_count=55
ys_async_sr_fraction_pct=0
synth_stat.cells=12776
flop_cell=edfxtp_1
postSynthCellCount=12776
synth-edff-count=8192

[worst_setup_path]
critPathBufInv=10
max_fanout_on_critical_path=67
critical-path-max-stage-delay_ns=0.89
worst_path_most_repeated_cell=buf_4
timing.setup.critical_path_class=in2out
worst_path_dominant_cell_family=buffers and inverters
cp-end-kind=output port
critPathArrivalTime_ns=14.49
critical_path.cell_chain=buf_16 > buf_4 > buf_4 > buf_4 > buf_4 > buf_4 > buf_4 > buf_4 > mux4_2 > mux4_2 > o22ai_1 > nor4_1 > buf_4 > and3_1 > clkdlybuf4s50_1
sort_of_element_at_the_start_of_the_critical_path=input port
slowest_stage=nor4_1
worstPathRequired_ns=26.00

[route]
drt-initial-drc-count=10250
wirelength_um=867000
route.detailed.drc=0
vias=143295
post_drt_via_cell_ratio=5.71
antenna_left=0
drt_pass1_iterations=8
wire_per_inst_um=34.6

[cells_and_area]
layout-area-overhead-vs-synth_pct=14.2
largest_reg_flops=8192
num-fill-cells=62978
post_route_cells_drive_above_1_share_pct=31.9
finalCoreUtilization_pct=45.9
layoutNonFillerInstCount=25077
final_design_area_no_fill_um2=358000

[worst_hold_path]
worst_min_delay_path_category=in2reg

[placed_design]
placed_cells=23423
post_dp_cell_area_um2=332000
port_buffers=96
gp_congestion=0.909
dp_slack_ns=11.35
post-dp-hpwl_um=504000

[clock_tree]
tritoncts=yes
ctsLongestPathBuffers=4
post_cts.repair.setup_buffers=0
tritoncts.num_buffers=811
clock_sink_count=8192
worst_setup_hold_path_clk_slew_ns=0.06
max_h_tree_level=6
post_cts_resize_count=0
post_cts_hold_buffer_count=0
cts_root_cell=clkbuf_16

[pwr]
report.power.total_mw=21.6
worst_ir_drop_vdd_mv=0.0694
leakage_nw=110
power.density_nw_per_um2=60.4

[outcome]
run_status=complete, no violations

-- layout make-up --
cell class | count | area (µm²) | share of cell area [%]
multi-input cells | 3882 | 65400 | 18.3
clock inverters | 491 | 4200 | 1.18
repair buffers | 911 | 7450 | 2.08
inverters | 6 | 22.5 | 0.00630
well taps | 10432 | 13100 | 3.65
flip-flops and latches | 8192 | 246000 | 68.8
diodes | 168 | 420 | 0.118
clock buffers | 995 | 21000 | 5.89
-- synthesized netlist by cell type (3+ instances only) --
cell	n
o21ai_0	75
and2_1	6
nor2b_1	29
nand2b_1	26
buf_4	134
mux4_2	2319
buf_2	210
a2111oi_2	5
a22o_1	15
a2111oi_0	20
nor3_1	23
or2_2	3
buf_1	54
nand3_1	25
o22ai_1	65
nor2_1	320
a211o_1	3
a22oi_1	55
nand2_1	82
o211ai_1	5
a221oi_1	34
mux2_2	33
nand4_1	13
a32oi_1	21
buf_6	70
or4_1	3
inv_1	5
edfxtp_1	8192
nor4_1	10
a21oi_1	107
a2111oi_1	10
a211oi_1	32
mux2i_1	431
o2111ai_1	7
clkbuf_1	226
a31oi_1	6
and3_1	21
o221ai_1	42
o21ai_1	13
-- cells by family (layout without fill, tap and decap cells) --
kind of cell    count (synthesis)  in the layout  synth area share [%]
compound gates                530            530                  1.17
buf+inv                       702           2403                  1.26
flops                        8192           8192                  78.6
mux                          2783           2783                  18.2
other cells                     0            168                     0
simple gates                  569            569                 0.801
-- layer usage --
layer / part of all wire, % / routed length, µm / vias up
met5: 0.29 / 2510 / -
met4: 4.7 / 40300 / 64
met3: 21 / 185000 / 1489
met2: 45 / 392000 / 10937
met1: 29 / 247000 / 72902
li1: - / - / 57903
-- power breakdown --
part	total, mW	switching (mW)	internal, mW	leakage [nW]
registers	11.6	0.00000000306	11.6	73.6
logic	1.02	0.655	0.365	23.8
clock network	8.95	3.96	4.99	12.3
total	21.6	4.61	17.0	110
-- final timing paths --
check,from,end,slack (ns),cells past startpoint
worst max-delay path,addr[2],rdata[7],11.51,15
worst min-delay path,wdata[19],RAMDATA[32][19],5.76,1
-- placed cells by master (no fill, tap or decap), types with 16 or more instances in the layout --
cell | Yosys | layout
and3_1 | 21 | 20
edfxtp_1 | 8192 | 8192
a21oi_1 | 107 | 107
clkdlybuf4s50_1 | 0 | 58
mux2i_1 | 431 | 430
mux4_2 | 2319 | 2319
nor2_1 | 320 | 59
a211oi_1 | 32 | 30
clkbuf_16 | 0 | 814
bufinv_16 | 0 | 49
clkinv_2 | 0 | 143
a22oi_1 | 55 | 55
clkinv_8 | 0 | 17
buf_8 | 2 | 30
nor2_4 | 0 | 257
mux2_2 | 33 | 33
o22ai_1 | 65 | 65
o21ai_0 | 75 | 70
a32oi_1 | 21 | 21
a221oi_1 | 34 | 34
inv_6 | 0 | 22
nor2b_1 | 29 | 23
clkinv_1 | 0 | 220
clkbuf_1 | 226 | 181
o221ai_1 | 42 | 42
diode_2 | 0 | 168
o21ai_1 | 13 | 18
buf_4 | 134 | 802
nor3_1 | 23 | 16
nand2b_1 | 26 | 26
nand2_1 | 82 | 67
Power figures rest on the tool's default switching activity, not on a simulated workload.
